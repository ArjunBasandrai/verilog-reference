--- design/flow/config.mk ---
export PLATFORM = sky130hd
export DESIGN_NAME = comparator_4bit
export DESIGN_NICKNAME = comparator_4bit
export VERILOG_FILES = /design/flow/design.v
export SDC_FILE = /design/flow/constraint.sdc
export NUM_CORES = 4
export LEC_CHECK = 1
export CORE_AREA = 10 10 70 70
export DIE_AREA = 0 0 80 80
--- design/flow/run.sh ---
#!/bin/bash
# OpenROAD 26Q1-2900-gdf79404cd8, Yosys 0.63+post, stock flow scripts
make -C /OpenROAD-flow-scripts/flow DESIGN_CONFIG=/design/flow/config.mk WORK_HOME=/design/flow/orfs finish
--- design/flow/design.v ---
module comparator_4bit(
    input [3:0] a, b,
    output reg alb, aeb, agb
);
    always @ (*) begin
        agb = 0; alb = 0; aeb = 0;
        if (a>b) agb = 1;
        else if (a<b) alb = 1;
        else aeb = 1;
    end
endmodule
module comparator_4bit_tb;
    reg [3:0] a, b;
    wire alb, aeb, agb;
    integer i;
    comparator_4bit tb(a, b, alb, aeb, agb);
    initial begin
        a=12; b=10; #10;
        b=15; #10;
        b=12; #10;
    end
endmodule
--- design/flow/constraint.sdc ---
current_design comparator_4bit

set clk_period 2.9
set clk_io_pct 0.2

create_clock -name clk0 -period $clk_period

set non_clock_inputs [all_inputs -no_clocks]
set_input_delay [expr $clk_period * $clk_io_pct] -clock clk0 $non_clock_inputs
set_output_delay [expr $clk_period * $clk_io_pct] -clock clk0 [all_outputs]
==> flow_summary_export.csv <==
group,metric,value,unit
clock_tree,holdBufCountCts,0,
timing,hold_violations,0,
power,power.share.switching,32.8,%
global_route,grt_max_degree,4,
finish,syn_to_final_growth,145,%
timing,slew_viol_final,0,
logic_synthesis,avgSynthCellArea,6.60,sq um
floorplan,boundaryPins,11,
worst_setup_path,crit_fanout,3,
route,drc_errors,0,
timing,period_minus_slack,2770,ps
worst_setup_path,cp_cell_sequence,"clkdlybuf4s50_1 > inv_1 > ha_1 > a21oi_1 > and2_1 > clkdlybuf4s50_1",
global_route,grt_pass1_wl,731,um
place,io_buffers,11,
global_route,antenna_found_initial,0,
timing,tightest_slew,212,ps
logic_synthesis,top_area_cell,"ha_1",
global_route,grt_overflow,0,
finish,fillers,407,
floorplan,core_util_floorplan,3.48,%
global_route,track_usage,1.45,%
logic_synthesis,yosysWarnings,1,
floorplan,num_rows,21,
logic_synthesis,ys_types,9,
power,leakage,0.144,nW
logic_synthesis,ys_area,119,sq um
hold_path,min_path_cells,5,
logic_synthesis,most_common_cell,"inv_1",
logic_synthesis,top_area_share,42.1,%
logic_synthesis,synth.area.top_cells,"ha_1, inv_1, a21oi_1",
power,p_comb_share,100.0,%
worst_setup_path,worst_setup_path_start_kind,"primary input",
global_route,grt_pass1_vias,144,
route,dr.max_layer_used,"met3",
worst_setup_path,critical_path_class,"in -> out",
power,power,0.0335,mW
route,drt-pass1-iter-count,2,
worst_setup_path,slowest_stage,"clkdlybuf4s50_1",
route,ant_nets,0,
power,p_int,0.0225,mW
finish,layout-drive-gt1-share,0,%
worst_setup_path,crit_path_frequent_cell,"clkdlybuf4s50_1",
outcome,status,"completed",
logic_synthesis,synthCells,18,
timing,setup_ws,126,ps
worst_setup_path,crit_required,2320,ps
route,drt-initial-drc-count,7,
floorplan,fp.dieH,80,um
place,preCtsSetupSlack,77.7,ps
route,num_vias,145,
route,diodes,0,
route,totalWireLength,469,um
floorplan,die_width,80,um
power,seq_power_share,0,%
logic_synthesis,yosys_cells,18,
power,power.density,115,nW/um^2
route,wl_met3,15,um
run,maxCapViolCount,0,
worst_setup_path,cp-end-kind,"output port",
timing,finalSetupViolCount,0,
route,wl_met2,268,um
logic_synthesis,synth_seq_share,0,%
logic_synthesis,common_cells,"inv_1, ha_1, a21oi_1, nand2_1",
finish,clkbuf_count,0,
logic_synthesis,synth_area,119,sq um
hold_path,hold_path_class,"in -> out",
run,warnings,32,
route,routedWlPerCell,6.25,um
hold_path,worstHoldEndpoint,"aeb",
place,gp_congestion,0.670,
timing,fmax,0.361,GHz
timing,slew-limit-headroom,85.8,%
worst_setup_path,crit_arrival,2190,ps
finish,seq_cell_count,0,
floorplan,fp.coreArea,3420,sq um
timing,rsz0062_at_grt,"false",
route,met1Wirelength,185,um
timing,setup_tns,0,ps
worst_setup_path,critPathMaxStageDelay,460,ps
timing,fin_crit_sh,95.6,%
place,hpwl,435,um
finish,seq_area,0,sq um
power,clkPwrFrac,0,%
hold_path,hp-start,"a[0]",
power,vdd_drop_max,0.0150,mV
route,avgViaCountPerCell,1.93,
floorplan,die-area,6400,sq um
power,switchingPower,0.0110,mW
[cell families after synthesis]
family	share of synthesized area, %
AND-OR/OR-AND	22.1
adder cells (fa/ha/maj)	42.1
buffers and inverters	15.8
AND/OR/NAND/NOR	20.0
[per-layer routing]
layer	track usage (%)	vias up
met4	0	0
met1	1.65	59
li1	-	82
met2	2.97	4
met5	0	-
met3	0.114	0
[cell usage in the layout (no fill, tap or decap)]
cell and count:
clkdlybuf4s50_1 9, inv_1 5, ha_1 4, a21oi_1 2, nand2_1 2, dlymetal6s2s_1 2
nand2b_1 1, a21o_1 1, nor2_1 1, a311oi_1 1, and2_1 1
[worst max path at each step]
| stage | cells after the start | slack (ps) | end | startpoint |
|---|---|---|---|---|
| final | 6 | 130 | alb | b[3] |
| after global routing | 6 | 20 | alb | b[3] |
| after CTS | 6 | 60 | aeb | b[3] |
[power by group through the flow]
stage / Clock [mW] / Sequential, mW / Combinational [mW]
5_1_grt: 0 / 0 / 0.0389
4_1_cts: 0 / 0 / 0.0360
6_report: 0 / 0 / 0.0335
[critical path: cells and delay by family]
family | cells | cell delay, ps
buf+inv | 3 | 950
fa+ha+maj | 1 | 280
compound gates | 1 | 230
simple gates | 1 | 160
[layout make-up]
class / instances / area [sq um] / area share [%]
inverters: 5 / 18.8 / 6.44
multi-input cells: 13 / 100 / 34.3
repair buffers: 11 / 115 / 39.5
well taps: 46 / 57.6 / 19.7
[stage by stage]
step                std cells  utilization [%]  area [sq um]  hold WS (ps)
global placement           75             8.39           287          2260
finish                     75             8.53           292          1960
CTS                        75             8.39           287          2270
global route               75             8.53           292          2040
detailed placement         75             8.39           287          2260
floorplan                  18                -           119          1340
[what timing repair did]
action                                  in CTS  in global routing
endpoints found under the setup margin       0                  2
buffers inserted                             0                  0
gates resized                                0                  2
No activity file was given, so power comes from the tool's default toggle rates.
